`/design/flow/config.mk`:
```
export PLATFORM = sky130hd
export DESIGN_NAME = adder
export DESIGN_NICKNAME = adder
export VERILOG_FILES = /design/flow/design.v
export SDC_FILE = /design/flow/constraint.sdc
export NUM_CORES = 4
export LEC_CHECK = 1
export CORE_AREA = 10 10 94 94
export DIE_AREA = 0 0 104 104
```
`/design/flow/constraint.sdc`:
```
current_design adder

set clk_period 24.1
set clk_io_pct 0.2

create_clock -name clk0 -period $clk_period

set non_clock_inputs [all_inputs -no_clocks]
set_input_delay [expr $clk_period * $clk_io_pct] -clock clk0 $non_clock_inputs
set_output_delay [expr $clk_period * $clk_io_pct] -clock clk0 [all_outputs]
```
`/design/flow/design.v`:
```
module adder(
		input		[31:0]	in0, in1, 
		output reg 	[31:0]	out);
	always@(1) begin
		out = in0 + in1;
	end
endmodule
```
`/design/flow/run.sh`:
```
#!/bin/bash
# OpenROAD 26Q1-2900-gdf79404cd8, Yosys 0.63+post, stock flow scripts
make -C /OpenROAD-flow-scripts/flow DESIGN_CONFIG=/design/flow/config.mk WORK_HOME=/design/flow/orfs finish
```
==> node_exporter_impl.prom <==
# HELP chip_impl_metric Metrics from one implementation run
# TYPE chip_impl_metric gauge
chip_impl_info{name="status",value="finished, final reports clean"} 1
chip_impl_metric{name="grt_overflow_total",unit=""} 0
chip_impl_info{name="mostFrequentLayoutCell",value="clkdlybuf4s50_1"} 1
chip_impl_metric{name="finalHoldViolations",unit=""} 0
chip_impl_info{name="most-common-layout-cells",value="96 x clkdlybuf4s50_1, 31 x ha_1, 29 x a21oi_1"} 1
chip_impl_metric{name="synth_seq_share",unit=""} 0
chip_impl_metric{name="grtUsageTotal",unit=""} 0.104
chip_impl_metric{name="syn_area_cell",unit="µm²"} 7.24
chip_impl_metric{name="share_of_the_clock_period_used_by_the_worst_path",unit=""} 0.522
chip_impl_metric{name="die-width",unit="µm"} 104
chip_impl_metric{name="biggest_cell_delay_along_the_critical_path",unit="ns"} 0.49
chip_impl_metric{name="nClkBuffers",unit=""} 0
chip_impl_metric{name="setup_tns",unit="ns"} 0
chip_impl_info{name="rsz0062_at_grt",value="false"} 1
chip_impl_metric{name="final-seq-area",unit="µm²"} 0
chip_impl_metric{name="post_route_cells_drive_above_1_share",unit=""} 0.0307
chip_impl_metric{name="area.combinational",unit="µm²"} 1680
chip_impl_metric{name="core",unit="µm²"} 6830
chip_impl_metric{name="syn_area",unit="µm²"} 1740
chip_impl_metric{name="drt-pass1-iter-count",unit=""} 4
chip_impl_info{name="crit_path_top_delay_cell",value="clkdlybuf4s50_1"} 1
chip_impl_metric{name="synth.distinct_cells",unit=""} 50
chip_impl_metric{name="seq_cell_count",unit=""} 0
chip_impl_metric{name="setup_viol_count_final",unit=""} 0
chip_impl_metric{name="standard_cell_row_count",unit=""} 30
chip_impl_info{name="kind_of_critical_path",value="input pin to output pin"} 1
chip_impl_metric{name="io_pins",unit=""} 96
chip_impl_info{name="worst_path_cell_trace",value="clkdlybuf4s50_1 > ha_1 > fa_1 > a21o_1 > a31o_2 > nand3_1 > o221ai_1 > a311oi_1 > o21bai_1 > xor2_1 > clkdlybuf4s50_1"} 1
chip_impl_metric{name="cts_hold_buf",unit=""} 0
chip_impl_metric{name="synthDominantCellAreaShare",unit=""} 0.222
chip_impl_metric{name="final.fill_count",unit=""} 701
chip_impl_metric{name="slew_headroom",unit=""} 0.640
chip_impl_info{name="post_synth_main_area_contributors",value="ha_1 22%, a21oi_1 8.3%, a21o_1 8.2%"} 1
chip_impl_metric{name="power_density",unit="nW/µm²"} 28.8
chip_impl_metric{name="warning_total_across_the_stage_logs",unit=""} 32
chip_impl_metric{name="tightestPinTransition",unit="ns"} 0.527
chip_impl_info{name="crit_path_frequent_cell",value="clkdlybuf4s50_1"} 1
chip_impl_metric{name="wire_length_per_cell_after_detailed_routing",unit="µm"} 13.9
chip_impl_metric{name="fin_crit",unit="ns"} 12.58
chip_impl_metric{name="postCtsSetupBuffers",unit=""} 0
chip_impl_metric{name="synth_to_final_area_change",unit="%"} 59.5
chip_impl_metric{name="achievable-frequency",unit="GHz"} 0.0795
chip_impl_metric{name="maximum_number_of_pins_on_one_net_before_global_route_repair",unit=""} 11
chip_impl_metric{name="peakVddDrop",unit="V"} 0.0000121
chip_impl_info{name="synth_top_cell_by_area",value="ha_1"} 1
chip_impl_info{name="worst_setup_path_end_kind",value="output pin"} 1
chip_impl_metric{name="critical_path_peak_fanout",unit=""} 4
chip_impl_metric{name="drt-initial-drc-count",unit=""} 75
chip_impl_metric{name="antenna-diode-count",unit=""} 0
chip_impl_metric{name="detail_route.wirelength",unit="µm"} 5890
chip_impl_metric{name="gpl.final_weighted_congestion",unit=""} 0.819
chip_impl_metric{name="via_count",unit=""} 2114
chip_impl_metric{name="design.die.area",unit="µm²"} 10800
chip_impl_metric{name="design_area",unit="µm²"} 2780
chip_impl_metric{name="chipHeight",unit="µm"} 104
chip_impl_info{name="startpoint_type",value="input pin"} 1
chip_impl_metric{name="synth-cells-yosys",unit=""} 241
chip_impl_info{name="hold_path.class",value="input pin to output pin"} 1
chip_impl_metric{name="worst_ep_required_time",unit="ns"} 19.28
chip_impl_metric{name="utilization",unit=""} 0.407
chip_impl_metric{name="post_cts.resized_instances",unit=""} 0
chip_impl_metric{name="place.detailed.hpwl",unit="µm"} 5190
chip_impl_metric{name="route.detailed.drc",unit=""} 0
chip_impl_metric{name="drv_slew",unit=""} 0
chip_impl_metric{name="worst-endpoint-arrival",unit="ns"} 7.76
chip_impl_metric{name="detailed_place.area",unit="µm²"} 2780
chip_impl_metric{name="grt_pass1_wl",unit="µm"} 9810
chip_impl_metric{name="first_global_vias",unit=""} 2054
chip_impl_metric{name="synthCells",unit=""} 241
chip_impl_metric{name="final_antenna_net_count",unit=""} 0
chip_impl_metric{name="ys_area",unit="µm²"} 1740
chip_impl_metric{name="setup_ws",unit="ns"} 11.52
chip_impl_metric{name="port_buffers",unit=""} 96
chip_impl_metric{name="power.static_leakage",unit="µW"} 0.00118
chip_impl_metric{name="post_drt_via_cell_ratio",unit=""} 5.01
chip_impl_metric{name="fp_util",unit=""} 0.255
chip_impl_metric{name="antenna_violations_before_repair",unit=""} 0
chip_impl_metric{name="max_cap_violations",unit=""} 0
chip_impl_metric{name="detailedPlace.worstSlack",unit="ns"} 11.49
chip_impl_metric{name="synth-warning-count",unit=""} 1
chip_impl_metric{name="report.power.total",unit="µW"} 80.1
==> synth_stat cells, types with 3 or more instances <==
library cell  count
ha_1             31
a21oi_1          29
a21o_1           19
nand2_1          18
xor2_1           15
o21ai_0          13
xnor2_1          13
nor2_1           12
nand3_1          10
clkbuf_1          8
nand4_1           8
inv_1             6
nor3_1            4
o21bai_1          4
a211oi_1          3
a31oi_1           3
o211ai_1          3
or2_2             3
==> cells by family (layout without fill, tap and decap cells) <==
group | count (synthesis) | after routing | share of synthesized area
xor gates and xnor gates | 28 | 28 | 0.141
adders and majority gates | 32 | 32 | 0.234
and+or+nand+nor | 65 | 65 | 0.183
muxes | 2 | 2 | 0.0115
buffers and inverters | 17 | 102 | 0.0380
AOI/OAI and AO/OA | 97 | 97 | 0.393
==> worst max-delay path: cells and delay by family <==
kind / cells / cell delay [ns]
adders and majority gates: 2 / 0.64
buffers and inverters: 2 / 0.89
AOI/OAI and AO/OA: 5 / 1.17
and+or+nand+nor: 1 / 0.09
xor gates and xnor gates: 1 / 0.15
==> report_power, final <==
part	internal [µW]	leakage [µW]	switching [µW]
Clock	0	0	0
Sequential	0	0	0
Combinational	48.3	0.00118	31.8
==> cell type report <==
| cell class | count | share of cell area |
|---|---|---|
| Multi-Input combinational cell | 224 | 0.603 |
| Timing Repair Buffer | 96 | 0.345 |
| Tap cell | 96 | 0.0432 |
| Inverter | 6 | 0.00810 |
==> per-stage QoR <==
stage,cells,hold slack [ns]
after floorplan,241,9.71
after global placement,422,10.67
after detailed placement,422,10.68
after CTS,422,10.68
after global routing,422,10.71
final,422,10.67
==> worst paths after layout <==
path              startpoint  endpoint  slack, ns  cells past startpoint
setup / recovery      in0[0]   out[26]      11.52                     11
hold / removal        in1[0]    out[0]      10.67                      3
==> per-layer routing <==
layer / global-route usage / share of wire / vias to the layer above
met5: 0 / 0 / -
met2: 0.167 / 0.45 / 63
met4: 0 / 0 / 0
li1: - / - / 1086
met3: 0.0188 / 0.060 / 0
met1: 0.149 / 0.49 / 965
No activity file was given, so power comes from the tool's default toggle rates.
